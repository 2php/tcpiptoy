==> ./design.v <==
module ip_unpack
  (
   input wire 	     rx_clk,  
   input wire 	     rst_n,
   input wire 	     ip_pkt_start,
   input wire 	     ip_pkt_en,
   input wire [7:0]  ip_pkt_dat,
   input wire 	     ip_pkt_end,
   input wire [47:0] des_mac_addr,
   input wire [47:0] src_mac_addr,
   input wire [15:0] ip_prot_type,
   output reg [31:0] src_ip_addr,
   output reg [31:0] des_ip_addr,
   output reg [7:0]  trans_prot_type,  
   output reg 	     trans_pkt_start,
   output reg 	     trans_pkt_frag_start,
   output reg [12:0] trans_pkt_frag_sft,
   output reg 	     trans_pkt_en,
   output reg [7:0]  trans_pkt_dat,
   output reg 	     trans_pkt_frag_end,
   output reg 	     trans_pkt_end
   );
  reg 		     ipv4;
  reg [3:0] 	     head_len;
  reg [15:0] 	     ip_pkt_len;
  reg [15:0] 	     mark;
  reg 		     mf;  
  reg 		     df;  
  reg [7:0] 	     time_of_life;
  reg [3:0] 	     pkt_cs;
  reg [3:0] 	     pkt_ns;
  reg [11:0] 	     byte_cnt;
  reg 		     frag_sync;
  reg            is_bmp_pkt;
  parameter IDLE  = 4'd0;
  parameter START = 4'd1;
  parameter HEAD  = 4'd2;
  parameter DATA  = 4'd3;
  parameter DONE  = 4'd4;
  wire 		     st_idle;
  wire 		     st_start;
  wire 		     st_head;
  wire 		     st_data;
  wire 		     st_done;
  always@(posedge rx_clk, negedge rst_n)
    if(!rst_n)
      pkt_cs <= IDLE;
    else
      pkt_cs <= pkt_ns;
  always@(*)
    case(pkt_cs)
      IDLE:
	if(ip_pkt_start && ip_prot_type == 16'h0800)
	  pkt_ns = START;
	else
	  pkt_ns = IDLE;
      START:
	pkt_ns = HEAD;
      HEAD:
	if(byte_cnt == ((head_len << 2) - 1))
	  pkt_ns = DATA;
	else
	  pkt_ns = HEAD;
      DATA:
        if(!is_bmp_pkt)pkt_ns = IDLE;
	else if(byte_cnt == ip_pkt_len - 1)
	  pkt_ns = DONE;
	else
	  pkt_ns = DATA;
      DONE:
	pkt_ns = IDLE;
      default:
	pkt_ns = IDLE;
    endcase
  assign st_idle  = (pkt_cs == IDLE ); 
  assign st_start = (pkt_cs == START); 
  assign st_head  = (pkt_cs == HEAD ); 
  assign st_data  = (pkt_cs == DATA ); 
  assign st_done  = (pkt_cs == DONE ); 
  always@(posedge rx_clk, negedge rst_n)
    if(!rst_n)
      byte_cnt <= 11'd0;
    else if(st_idle)
      byte_cnt <= 11'd0;
    else if(ip_pkt_en)
      byte_cnt <= byte_cnt + 1'b1;
  always@(posedge rx_clk, negedge rst_n)
    if(!rst_n)
      begin
	ipv4 <= 1'b0;
	head_len <= 4'd0;
      end
    else if(ip_pkt_en && byte_cnt == 11'd0)
      begin
	if(ip_pkt_dat[7:4] == 8'h4)ipv4 <= 1'b1;
	else ipv4 <= 1'b0;
	head_len <= ip_pkt_dat[3:0];
      end
  always@(posedge rx_clk, negedge rst_n)
    if(!rst_n)
      ip_pkt_len <= 16'b0;
    else if(ip_pkt_en && byte_cnt == 11'd2)
      ip_pkt_len[15:8] <= ip_pkt_dat;
    else if(ip_pkt_en && byte_cnt == 11'd3)
      ip_pkt_len[7:0] <= ip_pkt_dat;
  always@(posedge rx_clk, negedge rst_n)
    if(!rst_n)
	   is_bmp_pkt <= 1'b0;
	 else if(ip_pkt_len > 1024)
	   is_bmp_pkt <= 1'b1;
	 else 
	   is_bmp_pkt <= 1'b0;
  always@(posedge rx_clk, negedge rst_n)
    if(!rst_n)
      mark <= 16'b0;
    else if(ip_pkt_en && byte_cnt == 11'd4)
      mark[15:8] <= ip_pkt_dat;
    else if(ip_pkt_en && byte_cnt == 11'd5)
      mark[7:0] <= ip_pkt_dat;
  always@(posedge rx_clk, negedge rst_n)
    if(!rst_n)
      begin
	mf <= 1'b0;
	df <= 1'b0;
      end
    else if(ip_pkt_en && byte_cnt == 11'd6)
      begin
	mf <= ip_pkt_dat[7];
	df <= ip_pkt_dat[6];
      end
  always@(posedge rx_clk, negedge rst_n)
    if(!rst_n)  
      trans_pkt_frag_sft <= 13'b0;
    else if(ip_pkt_en && byte_cnt == 11'd6)
      trans_pkt_frag_sft[12:8] <= ip_pkt_dat[4:0];
    else if(ip_pkt_en && byte_cnt == 11'd7)
      trans_pkt_frag_sft[7:0] <= ip_pkt_dat;
  always@(posedge rx_clk, negedge rst_n)
    if(!rst_n)   
      time_of_life <= 8'b0;
    else if(ip_pkt_en && byte_cnt == 11'd8)
      time_of_life <= ip_pkt_dat;
  always@(posedge rx_clk, negedge rst_n)
    if(!rst_n)     
      trans_prot_type <= 8'b0;
    else if(ip_pkt_en && byte_cnt == 11'd9)
      trans_prot_type <= ip_pkt_dat;
  always@(posedge rx_clk, negedge rst_n)
    if(!rst_n)
      src_ip_addr <= 32'b0;
    else if(ip_pkt_en && byte_cnt == 11'd12)
      src_ip_addr[31:24] <= ip_pkt_dat;
    else if(ip_pkt_en && byte_cnt == 11'd13)
      src_ip_addr[23:16] <= ip_pkt_dat;
    else if(ip_pkt_en && byte_cnt == 11'd14)
      src_ip_addr[15:8] <= ip_pkt_dat;
    else if(ip_pkt_en && byte_cnt == 11'd15)
      src_ip_addr[7:0] <= ip_pkt_dat;
  always@(posedge rx_clk, negedge rst_n)
    if(!rst_n)
      des_ip_addr <= 32'b0;
    else if(ip_pkt_en && byte_cnt == 11'd16)
      des_ip_addr[31:24] <= ip_pkt_dat;
    else if(ip_pkt_en && byte_cnt == 11'd17)
      des_ip_addr[23:16] <= ip_pkt_dat;
    else if(ip_pkt_en && byte_cnt == 11'd18)
      des_ip_addr[15:8] <= ip_pkt_dat;
    else if(ip_pkt_en && byte_cnt == 11'd19)
      des_ip_addr[7:0] <= ip_pkt_dat;
  always@(posedge rx_clk, negedge rst_n)
    if(!rst_n)
      frag_sync <= 1'b0;
    else if(st_data && byte_cnt == (head_len << 2))
      frag_sync <= (~df & mf);
  always@(posedge rx_clk, negedge rst_n)
    if(!rst_n)
      begin
	trans_pkt_start <= 1'b0;
	trans_pkt_frag_start <= 1'b0;
	trans_pkt_en <= 1'b0;
	trans_pkt_dat <= 8'b0;
	trans_pkt_frag_end <= 1'b0;
	trans_pkt_end <= 1'b0;
      end
    else
      begin
	if(st_head && is_bmp_pkt && byte_cnt == ((head_len << 2) - 1) && ~frag_sync)
	  trans_pkt_start <= 1'b1;
	else
	  trans_pkt_start <= 1'b0;
	if(st_head && is_bmp_pkt && byte_cnt == ((head_len << 2) - 1) && frag_sync)
	  trans_pkt_frag_start <= 1'b1;
	else
	  trans_pkt_frag_start <= 1'b0;
	trans_pkt_en <= st_data;
	if(st_data)trans_pkt_dat <= ip_pkt_dat;
	if(frag_sync)trans_pkt_frag_end <= st_done;
	else trans_pkt_end <= st_done;
      end
endmodule  
==> ./run.sh <==
#!/bin/bash
# OpenROAD 26Q1-2900-gdf79404cd8, Yosys 0.63+post, stock flow scripts
make -C /OpenROAD-flow-scripts/flow DESIGN_CONFIG=/design/flow/config.mk WORK_HOME=/design/flow/orfs finish
==> ./config.mk <==
export PLATFORM = sky130hd
export DESIGN_NAME = ip_unpack
export DESIGN_NICKNAME = ip_unpack
export VERILOG_FILES = /design/flow/design.v
export SDC_FILE = /design/flow/constraint.sdc
export NUM_CORES = 4
export LEC_CHECK = 1
export CORE_UTILIZATION = 50
==> ./constraint.sdc <==
current_design ip_unpack

set clk_period 3.5
set clk_io_pct 0.2

create_clock -name clk0 -period $clk_period [get_ports {rx_clk}]

set non_clock_inputs [all_inputs -no_clocks]
set_input_delay [expr $clk_period * $clk_io_pct] -clock clk0 $non_clock_inputs
set_output_delay [expr $clk_period * $clk_io_pct] -clock clk0 [all_outputs]
==> results_dict.tcl <==
# implementation run metrics
set metrics [dict create \
    status "finished clean" \
    die_w_um 113 \
    clk_transition_reported_paths_ps 50 \
    maxSlewHeadroom_pct 48.1 \
    grt_pass1_wl_um 23200 \
    yosys.area.top_type_share_pct 55.7 \
    drive_gt1_share_pct 27.2 \
    final-setup-viol-count 0 \
    cp_data_arrival_time_ps 3400 \
    clkSinkCount 139 \
    post-route-min-period_ps 3110 \
    timing_hold_violations_final 0 \
    hold_path.class "primary input to asynchronous set/reset pin" \
    max_used_layer "met4" \
    max_cap_viols 0 \
    vias 4201 \
    ir_worst_vdd_mv 0.368 \
    synth_cells 475 \
    unrepaired_setup_endpoints_after_global_routing "no" \
    route.detailed.wl_per_inst_um 18.3 \
    fin_setup_tns_ps 0 \
    warning_count 126 \
    finalWirelength_um 14200 \
    cts_tree "done" \
    first_global_vias 4347 \
    crit_type "flop to flop" \
    ys_chip_area_sq_mm 0.00620 \
    fill_cells 862 \
    wl_met3_um 1340 \
    synth-seq-area-share_pct 56.1 \
    post_detailed_placement_half_perimeter_wirelength_um 9710 \
    netlist_top_cells_area "sky130_fd_sc_hd__dfrtp_1 56%, sky130_fd_sc_hd__mux2_2 21%, sky130_fd_sc_hd__xor2_1 2.4%" \
    synthArstFlopShare_pct 100 \
    rows 40 \
    drt-met1-wl_um 6280 \
    drc_errors 0 \
    grt_max_degree 77 \
    critPathLaunchType "flop" \
    grt_remaining_overflow 0 \
    grt_resource_usage_total_pct 24.8 \
    flop_cell "sky130_fd_sc_hd__dfrtp_1" \
    syn_area_sq_mm 0.00620 \
    antenna_cells_inserted 0 \
    clock-root-buffer "sky130_fd_sc_hd__clkbuf_16" \
    fp_density_pct 51.4 \
    worst_skew_pair.late_latency_ps 410 \
    dr_wl_met2_um 6350 \
    enable_flop_cells 0 \
    placement.io_buffers 125 \
    die.size.y_um 113 \
    io_pins 223 \
    post-cts-setup-buffer-count 0 \
    chipArea_sq_mm 0.0129 \
    detail_route_antenna_nets 0 \
    clock-skew-final_ps 4.96 \
    post_drt_via_cell_ratio 5.39 \
    fmax_mhz 322 \
    detail_route.first_pass.iterations 4 \
    synth.largest_area_cell "sky130_fd_sc_hd__dfrtp_1" \
    leakagePower_uw 0.00389 \
    synth_warnings 1 \
    initialDrtViolationCount 188 \
    synth_area_per_cell_sq_um 13.1 \
    max-clock-path-buffers 2 \
    pre_cts_slack_ps 350 \
    core_area_sq_mm 0.0121 \
    share_of_the_clock_period_used_by_the_worst_path_pct 88.8 \
    path_max_fanout 8 \
    synthDistinctLibCells 56 \
    clock_buffers_created_by_tritoncts 17 \
    synth-cells-yosys 475 \
    postSynthRegisterBits 139 \
    cts_resized 0 \
    finalWeightedCongestion 0.884 \
    cellPowerDensity_mw_per_mm2 440 \
    cts.htree.levels 4 \
    holdBufCountCts 0 \
    antenna_violations_before_repair 0 \
    synthToLayoutAreaGrowth_pct 32.9 \
    end_kind "flop" \
    fin_ws_ps 392 \
    report.final.slew_viol_count 0 \
    worst_ep_required_time_ps 3790 \
    worst-slew-pin-transition_ps 776 \
]
## cell families (layout without fill, tap and decap cells)
family,after synthesis,count (layout),synth area share (%)
buffers and inverters,38,174,2.38
muxes,118,118,21.4
DFF,139,139,56.1
AOI/OAI and AO/OA,33,33,3.71
adders and majority gates,6,6,1.21
and+or+nand+nor,112,112,11.1
xor gates and xnor gates,29,29,4.09
## registers in the layout, indices dropped and copies added (netlist names), 4 cells and up
register and flops:
trans_pkt_dat 8, trans_pkt_frag_sft 13, des_ip_addr 32, head_len 4, trans_prot_type 8, pkt_cs 5
ip_pkt_len 16, src_ip_addr 32, byte_cnt 12
## per-stage QoR
| step | utilization, % | hold slack [ps] | total power, uW | std cells | cell area, sq um |
|---|---|---|---|---|---|
| 3_3_place_gp | 63.2 | 430 | 1800 | 749 | 7620 |
| 3_5_place_dp | 63.2 | 449 | 1800 | 749 | 7620 |
| 2_1_floorplan | - | 372 | 1700 | 475 | 6200 |
| 6_report | 68.4 | 308 | 3630 | 779 | 8250 |
| 5_1_grt | 68.4 | 356 | 3750 | 779 | 8250 |
| 4_1_cts | 68.4 | 324 | 3670 | 779 | 8250 |
## final cells by class
type                            instances  area (sq um)  share of cell area [%]
Clock buffer                           20           457                    5.54
Clock inverter                         10           166                    2.02
Inverter                               14          52.6                   0.637
Multi-Input combinational cell        298          2580                    31.3
Sequential cell                       139          3480                    42.2
Tap cell                              168           210                    2.55
Timing Repair Buffer                  130          1300                    15.8
## Yosys cell counts (3+ instances only)
cell                       count
sky130_fd_sc_hd__nand4_1       4
sky130_fd_sc_hd__nor3_1       13
sky130_fd_sc_hd__nand2_1      15
sky130_fd_sc_hd__xnor2_1      12
sky130_fd_sc_hd__xor2_1       17
sky130_fd_sc_hd__a21oi_1       4
sky130_fd_sc_hd__nor4_1        4
sky130_fd_sc_hd__nand2b_1      3
sky130_fd_sc_hd__nand4b_1      4
sky130_fd_sc_hd__nand3_1      10
sky130_fd_sc_hd__nor4b_1       4
sky130_fd_sc_hd__or3_1         6
sky130_fd_sc_hd__or4_1         4
sky130_fd_sc_hd__dfrtp_1     138
sky130_fd_sc_hd__nor2_1       19
sky130_fd_sc_hd__o21ai_0       8
sky130_fd_sc_hd__clkbuf_1     20
sky130_fd_sc_hd__and3_1        3
sky130_fd_sc_hd__o211ai_1      3
sky130_fd_sc_hd__o31ai_1       3
sky130_fd_sc_hd__nor2b_1       3
sky130_fd_sc_hd__ha_1          6
sky130_fd_sc_hd__a31oi_1       3
sky130_fd_sc_hd__mux2_2      117
sky130_fd_sc_hd__inv_1        14
## cells in the final DEF, fill, tap and decap left out, types with 3 or more instances in the layout
master / synthesis / final
sky130_fd_sc_hd__and3_1: 3 / 3
sky130_fd_sc_hd__a21oi_1: 4 / 4
sky130_fd_sc_hd__o21ai_0: 8 / 8
sky130_fd_sc_hd__nand4b_1: 4 / 4
sky130_fd_sc_hd__mux2_2: 117 / 117
sky130_fd_sc_hd__ha_1: 6 / 6
sky130_fd_sc_hd__nand3_1: 10 / 10
sky130_fd_sc_hd__nor2b_1: 3 / 3
sky130_fd_sc_hd__o211ai_1: 3 / 3
sky130_fd_sc_hd__xor2_1: 17 / 17
sky130_fd_sc_hd__buf_4: 1 / 4
sky130_fd_sc_hd__nand2b_1: 3 / 3
sky130_fd_sc_hd__or4_1: 4 / 4
sky130_fd_sc_hd__nand4_1: 4 / 4
sky130_fd_sc_hd__clkdlybuf4s50_1: 0 / 124
sky130_fd_sc_hd__clkbuf_16: 0 / 17
sky130_fd_sc_hd__nor4b_1: 4 / 4
sky130_fd_sc_hd__nor3_1: 13 / 13
sky130_fd_sc_hd__nor2_1: 19 / 19
sky130_fd_sc_hd__o31ai_1: 3 / 3
sky130_fd_sc_hd__nor4_1: 4 / 4
sky130_fd_sc_hd__dfrtp_1: 138 / 138
sky130_fd_sc_hd__nand2_1: 15 / 15
sky130_fd_sc_hd__bufinv_16: 0 / 4
sky130_fd_sc_hd__xnor2_1: 12 / 12
sky130_fd_sc_hd__a31oi_1: 3 / 3
sky130_fd_sc_hd__or3_1: 6 / 6
sky130_fd_sc_hd__inv_1: 14 / 14
## layer usage
layer  global-route usage [%]  vias up
met3                     10.7       16
met5                        0        -
met1                     37.7     2123
li1                         -     1960
met4                     4.04        0
met2                     35.5      102
## critical path, cell delays in order (launching register included)
cell	delay (ps)
sky130_fd_sc_hd__dfrtp_1	440
sky130_fd_sc_hd__or4_1	610
sky130_fd_sc_hd__or3_4	410
sky130_fd_sc_hd__or4b_4	580
sky130_fd_sc_hd__nor3_1	210
sky130_fd_sc_hd__or3b_1	360
sky130_fd_sc_hd__mux2_2	380
## power by group
part           switching [uW]  internal [uW]  total, uW
clock                     637           1220       1860
sequential               9.49           1620       1630
combinational            75.3           62.5        138
total                     722           2910       3630
## final timing paths
check / from / endpoint / slack, ps / depth (start not counted)
worst max-delay path: byte_cnt[8]$_DFFE_PN0P_ / src_ip_addr[3]$_DFFE_PN0P_ / 390 / 6
worst min-delay path: rst_n / trans_pkt_start$_DFF_PN0_ / 310 / 1
worst max register to register: byte_cnt[8]$_DFFE_PN0P_ / src_ip_addr[3]$_DFFE_PN0P_ / 390 / 6
worst min register to register: pkt_cs[3]$_DFF_PN0_ / pkt_cs[2]$_DFF_PN0_ / 460 / 1
max in group asynchronous: rst_n / des_ip_addr[0]$_DFFE_PN0P_ / 2420 / 2
min in group clk0: pkt_cs[3]$_DFF_PN0_ / pkt_cs[2]$_DFF_PN0_ / 460 / 1
Power and IR drop assume default switching activity.
