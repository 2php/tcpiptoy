--- design/flow/run.sh ---
#!/bin/bash
# OpenROAD 26Q1-2900-gdf79404cd8, Yosys 0.63+post, stock flow scripts
make -C /OpenROAD-flow-scripts/flow DESIGN_CONFIG=/design/flow/config.mk WORK_HOME=/design/flow/orfs finish
--- design/flow/config.mk ---
export PLATFORM = sky130hd
export DESIGN_NAME = mac_unpack
export DESIGN_NICKNAME = mac_unpack
export VERILOG_FILES = /design/flow/design.v
export SDC_FILE = /design/flow/constraint.sdc
export NUM_CORES = 4
export LEC_CHECK = 1
export CORE_UTILIZATION = 30
--- design/flow/constraint.sdc ---
current_design mac_unpack

set clk_period 3.4
set clk_io_pct 0.2

create_clock -name clk0 -period $clk_period [get_ports {rx_clk}]

set non_clock_inputs [all_inputs -no_clocks]
set_input_delay [expr $clk_period * $clk_io_pct] -clock clk0 $non_clock_inputs
set_output_delay [expr $clk_period * $clk_io_pct] -clock clk0 [all_outputs]
--- design/flow/design.v ---
module mac_unpack
  (
   input wire 	     rst_n,  
   input wire 	     rx_clk,  
   input wire 	     rx_dv,  
   input wire 	     rx_er,  
   input wire [7:0]  rxd,  
   output reg 	     ip_pkt_start,
   output reg 	     ip_pkt_en,
   output reg [7:0]  ip_pkt_dat,
   output reg 	     ip_pkt_end,
   output reg [47:0] des_mac_addr,
   output reg [47:0] src_mac_addr,
   output reg [15:0] prot_type
   );
  reg [3:0]          unpack_cs;
  reg [3:0]          unpack_ns;
  parameter IDLE      = 4'd0;
  parameter DES_PHY_A = 4'd1;
  parameter SRC_PHY_A = 4'd2;
  parameter PROT_TYPE = 4'd3;
  parameter IP_LEN    = 4'd4;
  parameter IP_DAT    = 4'd5;
  parameter IP_DONE   = 4'd6;
  wire               st_idle;
  wire               st_des_phy_a;
  wire               st_src_phy_a;
  wire               st_prot_type;
  wire               st_ip_len;
  wire               st_ip_dat;
  wire               st_ip_done;
  reg                rx_dv_buf;
  reg [7:0]          rxd_buf;
  reg [3:0]          head_55_cnt;
  reg [10:0]         byte_cnt;  
  reg [10:0]         ip_pkt_len;
  always@(posedge rx_clk, negedge rst_n)
    if(!rst_n)
      begin
        rxd_buf <= 8'b0;
      end
    else if(rx_dv)
      begin
        rxd_buf <= rxd;
      end
  always@(posedge rx_clk, negedge rst_n)
    if(!rst_n)
      unpack_cs <= IDLE;
    else
      unpack_cs <= unpack_ns;
  always@(*)
    case(unpack_cs)
      IDLE:
        if(head_55_cnt == 4'd7 && rxd_buf == 8'hd5)
          unpack_ns = DES_PHY_A;
        else
          unpack_ns = IDLE;
      DES_PHY_A:
        if(byte_cnt == 11'd5)unpack_ns = SRC_PHY_A;
        else unpack_ns = DES_PHY_A;
      SRC_PHY_A:
        if(byte_cnt == 11'd5)unpack_ns = PROT_TYPE;
        else unpack_ns = SRC_PHY_A;
      PROT_TYPE:
        if(byte_cnt == 11'd1)unpack_ns = IP_LEN;
        else unpack_ns = PROT_TYPE;
      IP_LEN:
        if(byte_cnt == 11'd3)unpack_ns = IP_DAT;
        else unpack_ns = IP_LEN;
      IP_DAT:
	if(prot_type == 16'h0806)unpack_ns = IP_DONE;
	else if(byte_cnt == ip_pkt_len - 1)unpack_ns = IP_DONE;
        else unpack_ns = IP_DAT;
      IP_DONE:
        unpack_ns = IDLE;
      default:
        unpack_ns = IDLE;
    endcase
  assign st_idle      = (unpack_cs == IDLE     );
  assign st_des_phy_a = (unpack_cs == DES_PHY_A);
  assign st_src_phy_a = (unpack_cs == SRC_PHY_A);
  assign st_prot_type = (unpack_cs == PROT_TYPE);
  assign st_ip_len    = (unpack_cs == IP_LEN   );
  assign st_ip_dat    = (unpack_cs == IP_DAT   );
  assign st_ip_done   = (unpack_cs == IP_DONE  );
  always@(posedge rx_clk, negedge rst_n)
    if(!rst_n)
      head_55_cnt <= 4'd0;
    else if(st_idle && rxd_buf == 8'h55)
      head_55_cnt <= head_55_cnt + 1'b1;
    else
      head_55_cnt <= 4'd0;
  always@(posedge rx_clk, negedge rst_n)
    if(!rst_n)
      byte_cnt <= 11'd0;
    else if(st_idle || 
            (st_des_phy_a && byte_cnt == 11'd5) ||
            (st_src_phy_a && byte_cnt == 11'd5) ||
            (st_prot_type && byte_cnt == 11'd1) ||
	    st_ip_done)
      byte_cnt <= 11'd0;
    else
      byte_cnt <= byte_cnt + 1'b1;
  always@(posedge rx_clk, negedge rst_n)
    if(!rst_n)
      ip_pkt_len <= 11'd0;
    else if(st_ip_len && byte_cnt == 11'd2)
      ip_pkt_len[10:8] <= rxd_buf;
    else if(st_ip_len && byte_cnt == 11'd3)
      ip_pkt_len[7:0] <= rxd_buf;
  always@(posedge rx_clk, negedge rst_n)
    if(!rst_n)
      des_mac_addr <= 48'b0;
    else if(st_des_phy_a)
      begin
	if(byte_cnt == 11'd0)     des_mac_addr[47:40] <= rxd_buf;
	else if(byte_cnt == 11'd1)des_mac_addr[39:32] <= rxd_buf;
	else if(byte_cnt == 11'd2)des_mac_addr[31:24] <= rxd_buf;
	else if(byte_cnt == 11'd3)des_mac_addr[23:16] <= rxd_buf;
	else if(byte_cnt == 11'd4)des_mac_addr[15:8]  <= rxd_buf;
	else if(byte_cnt == 11'd5)des_mac_addr[7:0]   <= rxd_buf;
      end
  always@(posedge rx_clk, negedge rst_n)
    if(!rst_n)
      src_mac_addr <= 48'b0;
    else if(st_src_phy_a)
      begin
	if(byte_cnt == 11'd0)     src_mac_addr[47:40] <= rxd_buf;
	else if(byte_cnt == 11'd1)src_mac_addr[39:32] <= rxd_buf;
	else if(byte_cnt == 11'd2)src_mac_addr[31:24] <= rxd_buf;
	else if(byte_cnt == 11'd3)src_mac_addr[23:16] <= rxd_buf;
	else if(byte_cnt == 11'd4)src_mac_addr[15:8]  <= rxd_buf;
	else if(byte_cnt == 11'd5)src_mac_addr[7:0]   <= rxd_buf;
      end
  always@(posedge rx_clk, negedge rst_n)
    if(!rst_n)
      prot_type <= 16'b0;
    else if(st_prot_type)
      begin
	if(byte_cnt == 11'd0)     prot_type[15:8] <= rxd_buf;
	else if(byte_cnt == 11'd1)prot_type[7:0]  <= rxd_buf;
      end
  always@(posedge rx_clk, negedge rst_n)
    if(!rst_n)
      ip_pkt_start <= 1'b0;
    else if(st_prot_type && byte_cnt == 11'd1)
      ip_pkt_start <= 1'b1;
    else
      ip_pkt_start <= 1'b0;
  always@(posedge rx_clk, negedge rst_n)
    if(!rst_n)
      ip_pkt_en <= 1'b0;
    else if(st_ip_len || st_ip_dat)
      ip_pkt_en <= 1'b1;
    else
      ip_pkt_en <= 1'b0;
  always@(posedge rx_clk, negedge rst_n)
    if(!rst_n)
      ip_pkt_dat <= 8'b0;
    else if(st_ip_len || st_ip_dat)
      ip_pkt_dat <= rxd_buf;
    else
      ip_pkt_dat <= 8'b0;
  always@(posedge rx_clk, negedge rst_n)
    if(!rst_n)
      ip_pkt_end <= 1'b0;
    else
      ip_pkt_end <= st_ip_done;
endmodule  
==> reports/qor.tcl <==
set qor(numCtsBuffers) 17
set qor(fp_util_pct) 30.6
set qor(drc_errors) 0
set qor(fin_setup_tns_ps) 0
set qor(transition_time_of_the_tightest_slew_check_pin_ps) 789
set qor(min_period_over_period_pct) 71.3
set qor(logic_area_um2) 2630
set qor(grt_antenna_before_repair) 0
set qor(mappedNetlistArea_um2) 6900
set qor(worstSkewPairLatency_ps) 420
set qor(placement.setup.worst_slack_ps) 1000
set qor(design_power_total_mw) 4.05
set qor(final_area_um2) 9160
set qor(worst_ir_drop_vdd_uv) 338
set qor(critical_path.reg2reg.startpoint) {byte_cnt[5]$_DFF_PN0_}
set qor(setup_repair_after_global_routing_missed_its_margin) {false}
set qor(crit_end) {des_mac_addr[35]$_DFFE_PN0P_}
set qor(synth_cells) 495
set qor(clkSinkCount) 164
set qor(ff2ff_path_depth) 5
set qor(max_freq_mhz) 413
set qor(power_density_nw_per_um2) 443
set qor(worstPathArrival_ps) 2730
set qor(netlist_top_cells_area) {dfrtp_1 (59%), mux2_2 (21%), xnor2_1 (1.7%)}
set qor(fin_worst_hold_slack_ps) 289
set qor(ys_chip_area_um2) 6900
set qor(hold_path_class) {primary input to async pin}
set qor(ant_nets) 0
set qor(hold_viol_final) 0
set qor(numSynthFlops) 164
set qor(detail_route.wirelength_um) 17100
set qor(grt_pass1_wl_um) 27300
set qor(reg_clk_slew_reported_paths_ps) 60
set qor(ys_cells) 495
set qor(drt-vias-per-instance) 4.72
set qor(flop_cell) {dfrtp_1}
set qor(die_w_um) 154
set qor(clock_tree.buffer_depth) 2
set qor(timing.critical_path.from_type) {register}
set qor(yosysUniqueCellTypes) 47
set qor(total_die_area_um2) 23600
set qor(floorplan.core_area_um2) 22600
set qor(yosysWarnings) 1
set qor(antenna_cells) 0
set qor(setup_viol_count_final) 0
set qor(path_class) {register to register}
set qor(via_count) 4381
set qor(cap_viol_max_count) 0
set qor(clock_skew_ps) 8.22
set qor(htreeDepth) 4
set qor(edf_count) 0
set qor(route.detailed.wl_per_inst_um) 18.4
set qor(gp_routability_congestion) 0.883
set qor(drive_above_1_share_pct) 30.7
set qor(report.final.slew_viol_count) 0
set qor(critical_path_required_ps) 3710
set qor(placed_cells_incl_taps) 897
set qor(pin_count) 135
set qor(p_leak_nw) 4.19
set qor(layout_stage_area_growth_over_the_synthesis_result_pct) 32.8
set qor(r2r-end) {des_mac_addr[35]$_DFFE_PN0P_}
set qor(holdBufCountCts) 0
set qor(layout_top_cell) {dfrtp_1}
set qor(detailedPlacementHpwl_um) 11500
set qor(clk_root_buffer_cell) {clkbuf_16}
set qor(worst_path_setup_slack_after_routing_ps) 976
set qor(number_of_detailed_routing_iterations_run_before_antenna_repair) 4
set qor(vias_in_the_first_global_route) 4645
set qor(synth.yosys.seq_area_share_pct) 59.5
set qor(synth-async-reset-ratio_pct) 100
set qor(ff2ff_setup_slack_ps) 980
set qor(timing.slew.headroom_pct) 47.4
set qor(largest_area_cell) {dfrtp_1}
set qor(post_cts.resized_instances) 0
set qor(critical_path.startpoint) {byte_cnt[5]$_DFF_PN0_}
set qor(gr-usage-all-layers_pct) 15.4
set qor(instances_no_fill) 929
set qor(drtIter0Drc) 216
set qor(die-height_um) 154
set qor(layout_top_cells) {dfrtp_1 (163), clkdlybuf4s50_1 (132), mux2_2 (129)}
set qor(top_cell_area_share_pct) 59.1
set qor(avgSynthCellArea_um2) 13.9
set qor(fin_crit_ps) 2420
set qor(num-fill-cells) 2053
set qor(final_core_utilization_pct) 40.6
set qor(cts_tree) {built}
set qor(cts_setup_buffers) 0
set qor(area.sequential_um2) 4110
set qor(placed_cell_area_um2) 8560
set qor(pin_count_of_the_biggest_net_entering_global_routing) 74
set qor(critical_path_peak_fanout) 8
set qor(rows) 55
set qor(run_status) {finished clean}
set qor(portBuffers) 133
set qor(overflow) 0
set qor(crit_path_end_kind) {register}
set qor(log.warning_count) 29
cell families after synthesis:
kind of cell | synth area share [%]
buf+inv | 2.32
simple gates | 10.4
compound gates | 2.50
flops | 59.5
xor+xnor | 3.17
mux | 21.1
fa+ha+maj | 1.09
layer usage:
| metal | wire [um] | up-vias | GRT usage (%) |
|---|---|---|---|
| met5 | 0 | - | 0 |
| met4 | 226 | 0 | 1.71 |
| met3 | 1130 | 17 | 4.54 |
| met2 | 7880 | 115 | 23.8 |
| met1 | 7840 | 2227 | 22.9 |
| li1 | - | 2022 | - |
layout make-up:
class / instances / share of cell area, %
sequential: 164 / 44.8
multi-input combinational: 293 / 28.8
timing repair buffer: 142 / 15.4
clock buffer: 20 / 4.99
tap: 285 / 3.89
clock inverter: 12 / 1.58
inverter: 13 / 0.533
sequential cells by signal, summed over array words and instances (netlist names), named ones only:
name          flops
ip_pkt_en         1
ip_pkt_len       11
des_mac_addr     48
prot_type        16
head_55_cnt       4
unpack_cs         6
ip_pkt_start      1
byte_cnt         11
src_mac_addr     48
ip_pkt_dat        8
rxd_buf           8
ip_pkt_end        1
report_power, final:
group | switching [mW] | leakage, nW | internal, mW | total (mW)
Clock | 0.796 | 0.294 | 1.14 | 1.93
Combinational | 0.101 | 1.64 | 0.0389 | 0.139
Sequential | 0.0205 | 2.26 | 1.96 | 1.98
synth_stat cells (7+ instances only):
| library cell | number |
|---|---|
| xor2_1 | 12 |
| mux2_2 | 129 |
| nand2_1 | 15 |
| nor2_2 | 16 |
| nor2b_1 | 10 |
| nand4_1 | 7 |
| inv_1 | 13 |
| nor2_1 | 12 |
| xnor2_1 | 13 |
| dfrtp_1 | 163 |
| nand3_1 | 7 |
| clkbuf_1 | 20 |
worst max-delay path, stage by stage (launching register included):
cell and delay, ps:
dfrtp_1 480, nor4_4 470, and3_1 330, nand2_1 150
nor2_2 480, mux2_2 400
worst min-delay path by stage:
stage	slack, ps	to
CTS	300	ip_pkt_len[2]$_DFFE_PN0P_
global route	330	ip_pkt_len[3]$_DFFE_PN0P_
finish	290	ip_pkt_len[2]$_DFFE_PN0P_
Power is estimated from default activity; no workload was simulated.
